<file path="flow/config.mk">
export PLATFORM = sky130hd
export DESIGN_NAME = CPU
export DESIGN_NICKNAME = CPU
export VERILOG_FILES = /design/flow/design.v
export SDC_FILE = /design/flow/constraint.sdc
export NUM_CORES = 4
export LEC_CHECK = 1
export CORE_UTILIZATION = 50
</file>
<file path="flow/constraint.sdc">
current_design CPU

set clk_period 9.7
set clk_io_pct 0.2

create_clock -name clk0 -period $clk_period [get_ports {clk}]

set non_clock_inputs [all_inputs -no_clocks]
set_input_delay [expr $clk_period * $clk_io_pct] -clock clk0 $non_clock_inputs
set_output_delay [expr $clk_period * $clk_io_pct] -clock clk0 [all_outputs]
</file>
<file path="flow/design.v">
module FSM (
    input clk,
    input reset,
    output reg [1:0] c_state
);
    reg [1:0] n_state;
    always @(posedge clk) begin
        if (reset) begin
            c_state <= 2'd0;
        end else begin
            c_state <= n_state;
        end
    end
	always @(*) begin
		case (c_state)
		2'd0: n_state=2'd1;
		2'd1: n_state=2'd2;
		2'd2:n_state=2'd3;
		default: n_state=2'd1;
		endcase
	end
endmodule
module IR (
    input clk,
    input reset,
    input [1:0] com,
    input [31:0] inst_in,
    output reg [31:0] inst_out
);
    always @(posedge clk) begin
        if (reset) begin
            inst_out <= 32'd0;
        end else begin
            case (com)
                2'b10: begin
                    inst_out <= inst_in;
                end
                default: begin
                    inst_out <= inst_out;
                end
            endcase
        end
    end
endmodule
module PC (
    input clk,
    input reset,
    input [1:0] com,
    input [11:0] PC_in,
    output reg [11:0] PC_out
);
    always @(negedge clk) begin
        if (reset) begin
            PC_out <= 12'd0;
        end else begin
            case (com)
                2'b10: PC_out <= PC_in;
                2'b11: PC_out <= PC_out + 1;
                default: PC_out <=PC_out;
            endcase
        end
    end
endmodule
module ALU (
    input clk,
    input [3:0] operation,
    input [31:0] op1,
    input [31:0] op2,
    output reg [32:0] ALU_result
);
     reg [31:0] operand1,operand2,i;
	always @(*) begin
		 operand1=op1;
         operand2=op2;
		 i = (operand1[31]) ?  (~operand1) + 1 : operand1;
	end
    always @(*) begin
        case (operation)
            4'b0111: begin
				ALU_result=(operand1[31])? {1'b0,operand2 << i}: {1'b0,operand2 >> i};
            end
            4'b1000: begin 
				ALU_result[31:0]=(operand1[31])? ((operand2 <<i) | (operand2 << (32 - i))): ((operand2 >> i) | (operand2 << (32 - i)));
                ALU_result[32]=(operand1[31])? operand2[32 - i]:operand2[i - 1];
            end
            4'b0100: begin
                ALU_result = operand1 + operand2;
            end
            4'b0101: begin
                ALU_result = operand1 * operand2;
            end
            4'b0110: begin
                ALU_result = {1'b0, ~operand1};
            end
            4'b1011: begin
                ALU_result = {1'b0, operand1 ^ operand2};
            end
			4'b1010: begin
                ALU_result = {1'b0, operand1 | operand2};
            end
            default: begin
			    ALU_result = ALU_result;
            end
        endcase
    end
endmodule
module RF (
    input clk,
    input w_en,           
    input [3:0] RF_w_addr,    
    input [31:0] RF_w_data,      
    input [3:0] RF_r_addr1,       
    input [3:0] RF_r_addr2, 
	output [31:0] RF_r_data1,   
    output [31:0] RF_r_data2     
);
    parameter WIDTH=32 ;  
	parameter MAXREGS = 16 ;  
    reg [WIDTH-1:0] RFILE [0:MAXREGS-1];
	 always @(negedge clk) begin 
        if (w_en) begin
            RFILE[RF_w_addr] <= RF_w_data;
        end
    end
    assign RF_r_data1 = RFILE[RF_r_addr1];
    assign RF_r_data2 = RFILE[RF_r_addr2];
endmodule
module CONTROL (
    input [11:0] pc_current,
    input [1:0] c_state,
    input [4:0] psr_current,
    input [31:0] c_IR, reg_data1, reg_data2, mem_data_out,
    input [32:0] alu_result,
    output reg branch,
    output halt_signal,
    output reg [31:0] mem_datain,
    output reg reg_w_en,
    output reg mem_rw, 
    output reg [1:0] pc_com, 
    output reg [1:0] psr_com,
    output reg [1:0] ir_com,
    output reg [3:0] reg_write_addr, reg_read_addr1, reg_read_addr2,
    output reg [3:0] alu_op,
    output reg [4:0] psr_input,
    output reg [11:0] pc_next,
    output reg [11:0]mem_addr,
    output reg [31:0] ir_next,
    output reg [31:0] reg_RF_w_data, 
    output reg [31:0]alu_op1, alu_op2
);
    assign halt_signal = (c_IR[31:28] == 4'b1001) ? 1 : 0;
    assign c_flag = alu_result[32];
    assign e_flag = ~(alu_result[0]);
    assign p_flag = ^(alu_result[31:0]);
    assign z_flag = ~(|alu_result[31:0]);
    assign n_flag =alu_result[31];
    always @(*) begin
         if(c_state == 2'd1)begin
            mem_addr=pc_current;
         end
         else if(c_IR[31:28] == 4'b0011)begin
            mem_addr=c_IR[11:0];
         end
         else if(c_IR[31:28] == 4'b0010)begin
            mem_addr=c_IR[23:12];
         end
         else begin
            mem_addr=mem_addr;
         end
         if ((c_state == 2'd2 || c_state == 2'd3) && c_IR[31:28] == 4'b0011 && c_IR[27] != 1) begin
             mem_datain = reg_data1;
         end 
         else begin 
            mem_datain = 32'hz;
         end
         mem_rw = ((c_state == 2'd3) && (c_IR[31:28] == 4'b0011) ) ? 1'b1 : 1'b0;
    end
    always @(*) begin
        if ((c_IR[31:28] != 4'b1001) && (c_IR[31:28] >= 4'b0100 && c_IR[31:28] <= 4'b1011)) begin
            alu_op=c_IR[31:28];
        end 
        else begin
            alu_op=4'b0000;
        end  
        if (c_IR[27] == 1) begin
            alu_op1={{20{c_IR[23]}}, c_IR[23:12]};
        end else begin
            alu_op1=reg_data1;
        end
        alu_op2 = reg_data2;
    end
    always @(*) begin
         reg_read_addr1 = c_IR[15:12];
         reg_read_addr2 = c_IR[3:0];
         if ((c_state == 2'd3) && (c_IR[31:28] != 4'b1001) && ((c_IR[31:28] >= 4'b0100 && c_IR[31:28] <= 4'b1011) ||(c_IR[31:28] == 4'b0010))) begin
            reg_w_en=1'd1;
         end else begin
            reg_w_en=1'd0;
         end
         reg_write_addr = c_IR[3:0];
         if ((c_IR[31:28] == 4'b0010) && (c_IR[27] == 1)) begin
            reg_RF_w_data={{20{c_IR[23]}}, c_IR[23:12]} ;
         end 
         else if((c_IR[31:28] == 4'b0010) && (c_IR[27] != 1)) begin
            reg_RF_w_data=mem_data_out;
         end
         else begin
            reg_RF_w_data=alu_result;
         end
    end
   always @(*) begin
     if (c_state == 2'd1) begin
         ir_com=2'b10;
         ir_next=mem_data_out;   
     end else begin
         ir_com=2'b10;
         ir_next=c_IR;
     end
   end
   always @(*) begin
    if ((c_state==2'd3) &&(c_IR[31:28] == 4'b0001)) begin
        case (c_IR[27:24])
            0: branch=1'd1;
            1: branch=psr_current[0];
            2: branch=psr_current[1];
            3: branch=psr_current[2];
            4: branch=psr_current[3];
            default: 
            branch=psr_current[4];
        endcase
    end else begin
        branch=1'd0;
    end
   end
  always @(*) begin
     if ((c_state == 2'd3)&&(c_IR[31:28] >= 4'b0010 && c_IR[31:28] <= 4'b1011)&&(c_IR[31:28] !=4'b1001)) begin
        psr_com=2'b10;
        if ((c_IR[31:28] == 4'b0010)&&(c_IR[27] == 1)) begin
            psr_input={c_IR[23], ~(|c_IR[23:12]), ^(c_IR[23:12]), ~c_IR[12], 1'b0};
        end else if((c_IR[31:28] == 4'b0010)&&(c_IR[27] != 1)) begin
            psr_input={mem_data_out[31], ~(|mem_data_out), ^(mem_data_out), ~mem_data_out[0], 1'b0};
        end
        else if(c_IR[31:28] == 4'b0011)
         begin
            psr_input={reg_data1[31], ~(|reg_data1), ^(reg_data1), ~reg_data1[0], 1'b0};
        end
        else begin
            psr_input={n_flag,z_flag, p_flag, e_flag,c_flag};
        end
     end else begin
        psr_com=2'b10;
        psr_input=psr_input;
     end
  end
  always @(*) begin
    if (c_state == 2'd3) begin
        if(branch) begin
          pc_com=2'b10;
          pc_next=c_IR[11:0];
        end
        else begin
          pc_com=2'b11;
          pc_next=pc_next;
        end
    end else begin
        pc_com=2'b10;
        pc_next=pc_current;
    end
  end
endmodule
module stat_reg (
    input clk,
    input reset,
    input [1:0] com,
    input [4:0] PSR_in,
    output reg [4:0] PSR_out
);
    always @(posedge clk) begin
        if (reset) begin
            PSR_out <= 5'd0;
        end else begin
            case (com)
                2'b10: PSR_out <= PSR_in; 
                default: PSR_out <= PSR_out; 
            endcase
        end
    end
endmodule
module CPU (
    input clk,
    input reset,
    input [31:0] mem_data_out,
    output mem_rw,
    output [11:0] mem_addr,
    output [31:0] mem_datain,
	output halt
);
    parameter ADDR_SIZE = 12;
    parameter DATA_WIDTH = 32;
    wire branch;
    wire regfile_w_en,halt_signal;
    wire [1:0] ir_com, pc_com, psr_com, c_state;
    wire [3:0] alu_op, regfile_write_addr, regfile_read_addr1, regfile_read_addr2;
    wire [4:0] psr_output, psr_input;
    wire [ADDR_SIZE-1:0] pc_current, pc_next;
    wire [DATA_WIDTH-1:0] c_IR, ir_next, regfile_RF_w_data, regfile_data1, regfile_data2, alu_operand1, alu_operand2;
    wire [DATA_WIDTH:0] alu_result;
     assign halt=halt_signal;
    PC PC (
        .clk(clk),
        .reset(reset),
        .com(pc_com),
        .PC_in(pc_next),
        .PC_out(pc_current)
    );
    IR IR (
        .clk(clk),
        .reset(reset),
        .com(ir_com),
        .inst_in(ir_next),
        .inst_out(c_IR)
    );
	 RF RF (
        .clk(clk),
        .w_en(regfile_w_en),
        .RF_w_addr(regfile_write_addr),
        .RF_w_data(regfile_RF_w_data),
        .RF_r_addr1(regfile_read_addr1),
        .RF_r_data1(regfile_data1),
        .RF_r_addr2(regfile_read_addr2),
        .RF_r_data2(regfile_data2)
    );
    stat_reg PSR (
        .clk(clk),
        .reset(reset),
        .com(psr_com),
        .PSR_in(psr_input),
        .PSR_out(psr_output)
    );
    ALU ALU (
        .clk(clk),
        .operation(alu_op),
        .op1(alu_operand1),
        .op2(alu_operand2),
        .ALU_result(alu_result)
    );
    CONTROL CONTROLLER (
		.halt_signal(halt_signal),
		.c_state(c_state),
		.mem_datain(mem_datain),
		.mem_data_out(mem_data_out),
		.mem_addr(mem_addr),
		.mem_rw(mem_rw),
		.reg_RF_w_data(regfile_RF_w_data),
		.reg_write_addr(regfile_write_addr),
		.reg_w_en(regfile_w_en),
		.reg_data1(regfile_data1),
		.reg_read_addr1(regfile_read_addr1),
		.reg_data2(regfile_data2),
		.reg_read_addr2(regfile_read_addr2),
		.pc_current(pc_current),
		.pc_next(pc_next),
		.pc_com(pc_com),
		.c_IR(c_IR),
		.ir_next(ir_next),
		.ir_com(ir_com),
		.psr_current(psr_output),
		.psr_input(psr_input),
		.psr_com(psr_com),
		.alu_result(alu_result),
		.alu_op(alu_op),
		.alu_op1(alu_operand1),
		.alu_op2(alu_operand2),
        .branch(branch)
	);
    FSM FSM (
        .clk(clk),
        .reset(reset),
        .c_state(c_state)
    );
endmodule
</file>
<file path="flow/run.sh">
#!/bin/bash
# OpenROAD 26Q1-2900-gdf79404cd8, Yosys 0.63+post, stock flow scripts
make -C /OpenROAD-flow-scripts/flow DESIGN_CONFIG=/design/flow/config.mk WORK_HOME=/design/flow/orfs finish
</file>
==> flow_summary.json <==
{
  "r2r-start": "IR.inst_out[30]",
  "synthTopCellsByArea": "edfxtp_1 28%, fa_1 16%, mux4_2 11%",
  "cts_max_level": 2,
  "hold_viol": 0,
  "path_clk_slew_ns": 0.07,
  "drc": 0,
  "drv_cap": 0,
  "syn_to_final_growth_pct": 12.7,
  "die_h_um": 333,
  "status": "finished clean",
  "edf_count": 512,
  "unclocked_regs": 62,
  "finClkSkew_ns": 0.0489,
  "crit_slowest_cell": "mux4_2",
  "crit_path_end_kind": "output pin",
  "cp.buffers_inverters": 2,
  "critPathLaunchType": "flop",
  "worst_slew_margin_rel_pct": 25.6,
  "syn_inst": 5251,
  "tool_warnings": 589,
  "setup_viol": 0,
  "ys_area_um2": 54900,
  "worstReg2RegEnd": "RF.RFILE[12][31]",
  "finalSetupTns_ns": 0,
  "drt-pass1-iter-count": 7,
  "vias_per_cell": 6.17,
  "rows": 121,
  "slowest_delay_ns": 0.49,
  "ys_seq_elements": 627,
  "antenna_found_initial": 2,
  "place_hpwl_mm": 154,
  "fin_hold_ws_ns": 0.436,
  "crit_type": "flop to output pin",
  "holdPathStages": 1,
  "die_area_um2": 111000,
  "core_um2": 109000,
  "critical_path.top_delay_family": "multiplexers",
  "initCoreUtil_pct": 50.4,
  "crit_chain": "mux4_2 > mux2_2 > mux2i_2 > inv_1 > clkdlybuf4s50_1",
  "top_cell": "nor2_1",
  "port_buffers": 79,
  "routedWlPerCell_um": 30.2,
  "grtUsageTotal_pct": 43.4,
  "root_buffer": "clkbuf_16",
  "fin_area_um2": 61900,
  "cts_max_path_buffers": 3,
  "worstSkewPairLatency_ns": 0.68,
  "antenna_left": 0,
  "async_reset_ff_share_pct": 0,
  "worstMarginPinSlew_ns": 1.10,
  "grt_max_degree": 101,
  "cts_tree": "done",
  "crit_path_end": "mem_datain[18]",
  "hp-class": "flop to flop",
  "worstPathMaxFanout": 3,
  "avgSynthCellArea_um2": 10.5,
  "untimed_endpoints": 74,
  "synthTopCellsByCount": "632 x nor2_1, 630 x inv_1, 512 x edfxtp_1, 474 x nand2_1, 439 x fa_1",
  "slew_violations": 0,
  "io_pins": 80,
  "crit_required_ns": 7.76,
  "cp-startpoint": "RF.RFILE[2][18]",
  "yosys_warnings": 13,
  "synth_top_flop_cell": "edfxtp_1",
  "yosys-stat-cells": 5251,
  "grt_pass1_wl_mm": 316,
  "cp.depth": 5,
  "finalWorstSetupSlack_ns": 0.120,
  "wirelength_mm": 219,
  "cts_buffers": 56,
  "layout-drive-gt1-share_pct": 12.3,
  "num_vias": 44700,
  "gp_congestion": 1.05,
  "dp_slack_ns": 0.587,
  "postCtsHoldBufs": 0,
  "grt_overflow_total": 0,
  "synth_area_um2": 54900,
  "grt_pass1_vias": 47000,
  "ys_types": 98,
  "largest_area_cell": "edfxtp_1",
  "r2r_slack_ns": 1.52,
  "r2r_cells": 6,
  "placed_cell_area_um2": 57900,
  "cp_data_arrival_time_ns": 7.64,
  "rsz0062_at_grt": "false",
  "dieWidth_um": 333,
  "yosys.area.top_type_share_pct": 28.0,
  "drtIter0Drc": 3587
}
[worst min path at each step]
stage                   from        endpoint  slack, ns
CTS           FSM.c_state[1]  FSM.c_state[3]       0.44
global route  FSM.c_state[1]  FSM.c_state[3]       0.45
finish        FSM.c_state[1]  FSM.c_state[3]       0.44
[layout make-up]
class | count | area [um2]
antenna | 4 | 10.0
clock inverter | 567 | 2410
timing repair buffer | 282 | 2410
multi-input combinational | 3638 | 33900
inverter | 654 | 2450
fill | 9215 | 47000
sequential | 627 | 17400
clock buffer | 61 | 1470
tap | 1414 | 1770
[registers in the layout, summed over array words and instances (netlist names)]
name                  cells
CONTROLLER.psr_input      5
CONTROLLER.mem_addr      12
RF.RFILE                512
FSM.c_state               4
CONTROLLER.pc_next       12
PSR.PSR_out               5
ALU.ALU_result           33
IR.inst_out              32
PC.PC_out                12
[metal layers]
| metal | vias to the layer above | GRT usage (%) | routed length, um |
|---|---|---|---|
| met1 | 21700 | 53.9 | 73400 |
| li1 | 19300 | - | - |
| met3 | 692 | 24.5 | 31900 |
| met4 | 10 | 27.5 | 17200 |
| met5 | - | 2.08 | 281 |
| met2 | 2952 | 59.8 | 95800 |
[through the flow]
step                      std cells  util [%]
final                          7247      56.8
after detailed placement       6616      53.2
after global placement         6616      53.2
after CTS                      7243      56.8
after floorplan                5251         -
after global routing           7243      56.8
[worst register-to-register path, cell delays in order (launching register included)]
cell	delay, ns
dfxtp_1	0.50
inv_1	0.13
ha_1	0.43
o211ai_1	0.29
or3_1	0.57
nor2_4	0.60
buf_4	0.47
[timing repair]
action	in CTS	in global routing
resized	1	5
setup buffers	0	0
endpoints found under the setup margin	1	5
[cell families after synthesis]
kind of cell	share of synthesized area, %
buf+inv	7.10
simple gates	10.9
compound gates	9.92
xor+xnor	2.94
mux	15.8
fa+ha+maj	21.7
latches	1.70
flops	29.9
[placed cells by master (no fill, tap or decap), types with 18 or more instances in the layout]
cell type and instances:
dlxtn_1 57, nand3_1 48, mux2_2 50, mux2i_1 223
nand2_1 474, clkbuf_16 58, nor2_1 619, or3_1 18
a22oi_1 37, fa_1 439, o211ai_1 25, buf_4 195
inv_1 1162, a21o_1 31, a21oi_1 256, and3_1 24
xor2_1 30, edfxtp_1 512, clkdlybuf4s50_1 78, mux4_2 256
nand2b_1 24, xnor2_1 145, a221oi_1 21, nand4_1 25
o22ai_1 31, o21ai_0 139, dfxtp_1 44, a31oi_1 29
a211oi_1 54, ha_1 250, nor3_1 45, and2_1 18
nor2b_1 19
